`/design/flow/config.mk`:
```
export PLATFORM = sky130hd
export DESIGN_NAME = max_pooling
export DESIGN_NICKNAME = max_pooling
export VERILOG_FILES = /design/flow/design.v
export SDC_FILE = /design/flow/constraint.sdc
export NUM_CORES = 4
export LEC_CHECK = 1
export CORE_UTILIZATION = 30
```
`/design/flow/constraint.sdc`:
```
current_design max_pooling

set clk_period 7.5
set clk_io_pct 0.2

create_clock -name clk0 -period $clk_period [get_ports {clk}]

set non_clock_inputs [all_inputs -no_clocks]
set_input_delay [expr $clk_period * $clk_io_pct] -clock clk0 $non_clock_inputs
set_output_delay [expr $clk_period * $clk_io_pct] -clock clk0 [all_outputs]
```
`/design/flow/design.v`:
```
`timescale 1ns / 1ps
module max_data(
    input [15:0] A,
    input [15:0] B,
    output reg [15:0] Y
    );
    always @(*) begin
        if(A>B)
            Y = A;
        else
            Y = B;
    end
endmodule
`timescale 1ns / 1ps
module max_pooling #(
    parameter N=28,
	parameter M=28,
	parameter K=3,
	parameter P=2,
	parameter P_stride=2,
	parameter K_stride=2,
	parameter pool=1
    ) (
        input clk,
        input reset,
        input [15:0] pixel_in,
        input i_data_valid,
        output [15:0] o_max_pooled_pixel,
        output reg o_data_valid
    );
    wire [15:0] wire_1,reg1,sr_out,wire_2,reg2;
    register R1 (.clk(clk),.reset(reset),.in(pixel_in),.out(reg1));
    max_data M1(.A(pixel_in),.B(reg1),.Y(wire_1));
    shift_reg #(.M(M),.K(K),.pool(pool),.P(P)) LD1 (.clk(clk),.reset(reset),.data_in(wire_1),.data_out(sr_out));
    max_data M2(.A(sr_out),.B(pixel_in),.Y(wire_2));
    register R2 (.clk(clk),.reset(reset),.in(wire_2),.out(reg2));
    max_data M3(.A(pixel_in),.B(reg2),.Y(o_max_pooled_pixel));
    reg [$clog2(M+P+P+P)-1:0] counter;
    always@(posedge clk) begin
        if(reset | !(i_data_valid)) begin
            counter <= 0;
            o_data_valid <= 1'b0;
        end
        else begin
            counter <= counter+1;
            if(counter == (M+P+P+P)-1) begin
                counter <= 0;
                o_data_valid <= 1'b0;
            end
            else if(counter==(M+P-2)) begin
                o_data_valid <= 1'b1;
            end
            else if(counter == (M+P+P-2)) begin
                o_data_valid <= 1'b1;
            end
            else if(counter==(M+P+P+P-2)) begin
                o_data_valid<=1'b1;
            end
            else begin
                o_data_valid <= 1'b0;
            end
        end
    end
endmodule
`timescale 1ns / 1ps
module register(
    input clk,
    input reset,
    input [15:0] in,
    output [15:0] out
    );
reg [15:0] data;
assign out[15:0] = data[15:0];
always @(posedge clk) begin
	if (reset) begin
		data[15:0] <= 16'b0000000000000000;
	end
	else begin
		data[15:0] <= in[15:0];
	end
end
endmodule
`timescale 1ns / 1ps
module shift_reg #(
    parameter pool=0,
    parameter M=28,
    parameter P=2,
    parameter K=3
)
(
  input clk,
  input reset,
  input [15:0] data_in,
  output [15:0] data_out
);
localparam D = (pool)?M-P+1:M-K;
reg [D-1:0] hr_0; reg [D-1:0] hr_1; reg [D-1:0] hr_2; reg [D-1:0] hr_3;
reg [D-1:0] hr_4; reg [D-1:0] hr_5; reg [D-1:0] hr_6; reg [D-1:0] hr_7;
reg [D-1:0] hr_8; reg [D-1:0] hr_9; reg [D-1:0] hr_10; reg [D-1:0] hr_11;
reg [D-1:0] hr_12; reg [D-1:0] hr_13; reg [D-1:0] hr_14; reg [D-1:0] hr_15;
always @ (posedge clk) begin
    if(reset) begin
        hr_0 [D-1:0] <= 0;
        hr_1 [D-1:0] <= 0;
        hr_2 [D-1:0] <= 0;
        hr_3 [D-1:0] <= 0;
        hr_4 [D-1:0] <= 0;
        hr_5 [D-1:0] <= 0;
        hr_6 [D-1:0] <= 0;
        hr_7 [D-1:0] <= 0;
        hr_8 [D-1:0] <= 0;
        hr_9 [D-1:0] <= 0;
        hr_10 [D-1:0] <=0;
        hr_11 [D-1:0] <= 0;
        hr_12 [D-1:0] <= 0;
        hr_13 [D-1:0] <= 0;
        hr_14 [D-1:0] <= 0;
        hr_15 [D-1:0] <= 0;
    end
    else begin
        hr_0 [D-1:0] <= {hr_0[D-2:0], data_in[0]};
        hr_1 [D-1:0] <= {hr_1[D-2:0], data_in[1]};
        hr_2 [D-1:0] <= {hr_2[D-2:0], data_in[2]};
        hr_3 [D-1:0] <= {hr_3[D-2:0], data_in[3]};
        hr_4 [D-1:0] <= {hr_4[D-2:0], data_in[4]};
        hr_5 [D-1:0] <= {hr_5[D-2:0], data_in[5]};
        hr_6 [D-1:0] <= {hr_6[D-2:0], data_in[6]};
        hr_7 [D-1:0] <= {hr_7[D-2:0], data_in[7]};
        hr_8 [D-1:0] <= {hr_8[D-2:0], data_in[8]};
        hr_9 [D-1:0] <= {hr_9[D-2:0], data_in[9]};
        hr_10 [D-1:0] <= {hr_10[D-2:0], data_in[10]};
        hr_11 [D-1:0] <= {hr_11[D-2:0], data_in[11]};
        hr_12 [D-1:0] <= {hr_12[D-2:0], data_in[12]};
        hr_13 [D-1:0] <= {hr_13[D-2:0], data_in[13]};
        hr_14 [D-1:0] <= {hr_14[D-2:0], data_in[14]};
        hr_15 [D-1:0] <= {hr_15[D-2:0], data_in[15]};
    end
end
assign data_out[0] = hr_0[D-1]; assign data_out[1] = hr_1[D-1];
assign data_out[2] = hr_2[D-1]; assign data_out[3] = hr_3[D-1];
assign data_out[4] = hr_4[D-1]; assign data_out[5] = hr_5[D-1];
assign data_out[6] = hr_6[D-1]; assign data_out[7] = hr_7[D-1];
assign data_out[8] = hr_8[D-1]; assign data_out[9] = hr_9[D-1];
assign data_out[10] = hr_10[D-1]; assign data_out[11] = hr_11[D-1];
assign data_out[12] = hr_12[D-1]; assign data_out[13] = hr_13[D-1];
assign data_out[14] = hr_14[D-1]; assign data_out[15] = hr_15[D-1];
endmodule
```
`/design/flow/run.sh`:
```
#!/bin/bash
# OpenROAD 26Q1-2900-gdf79404cd8, Yosys 0.63+post, stock flow scripts
make -C /OpenROAD-flow-scripts/flow DESIGN_CONFIG=/design/flow/config.mk WORK_HOME=/design/flow/orfs finish
```
==> run summary <==
fresh numbers from the pnr run: Die X-Extent=223 um, Fillers=4533, max-cap check violation count=0, Yosys Chip Area=0.0147 sq mm, switching component of the power=1.02 mW, switching power as a share of total power=20.7%, number of top-level design ports=36, DIE AREA=0.0497 sq mm, post-CTS setup buffer count=0, share of post-route cells with drive strength above 1=7.09%, clk ins delay skew pair=0.54 ns, dominant cells by area after synthesis=dfxtp_1, nor2b_1, ha_1, slew at the pin with the worst max-slew slack=0.905 ns, clock sink total=471, pin count of the biggest net entering global routing=91, GP Congestion=0.801, worst r2r src=R1.data[15], Reg2Reg Depth=8, RSZ-0062 raised after global routing=false, worst slack on hold paths=0.432 ns, cells traversed along the worst timing path=clkdlybuf4s50_1 > ha_1 > nand4_1 > a2111o_1 > a31oi_4 > buf_4 > mux2i_1 > clkdlybuf4s50_1, total via count in the routed design=8065, count of hold-fix buffers inserted at cts=0, top cells by count, synth=dfxtp_1, nor2b_1, clkbuf_1, share of the cycle needed by the critical path after routing=83.3%, root buf cell=clkbuf_16, number of violations reported at the end of detailed-routing iteration 0=435, Worst EP arrival=4.75 ns, Pre-Repair DR Iteration Count=4, routed vias/inst=4.13, number of hold-slack violations in the final timing report=0, setup tns final=0 ns, area of the placeable core=0.0479 sq mm, total count of max-transition violations in the final report=0, Initial Util=30.6%, warnings from Yosys=4, flops & latches, synth=471, area share of the leading cell type in the synthesized netlist=64.3%, startpoint of the most critical hold path=LD1.hr_10[19], Seq pwr share=51.6%, portion of the post-synthesis area used by sequential elements=64.3%, Max-Slew Margin vs Limit=39.7%, # setup viols final=0, CTS tree=built, Worst EP required=6.00 ns, Crit-path slowest cell=a31oi_4, clock tree skew after final layout=0.0150 ns, main flop type=dfxtp_1, wire length of the first global-routing pass=40.6 mm, library cell appearing most often on the critical path=clkdlybuf4s50_1, total global routing overflow=0, Crit Path Category=input port to output port, total clock buffers created by CTS=43, Resized cells post-CTS=0, overall track demand over capacity in global routing=10.6%, class of the most critical hold timing path=flop to flop, number of core rows=80, CTS H-Tree Depth=2, number of antenna violations at the first check in global routing=0, number of cells traversed by the worst hold path=1, leading cell type by number of instances after synthesis=dfxtp_1, Worst Setup End Kind=output port, Synth Instances=1275, largest area contributor in the netlist=dfxtp_1, portion of total power attributed to combinational logic=4.2%, run status=finished clean, wire length reported by the detailed router=25.2 mm, post-layout min period=6.25 ns, count of instantiated cells in the yosys netlist=1275, origin of the worst setup path=pixel_in[15], signed area change from the synthesized netlist to the final layout=16.6%, count of distinct cell types in the synthesized netlist=49, Cell Area, Synth=0.0147 sq mm, routed wire length per instance=12.9 um, number of diodes=0, P_int=3.90 mW, Placed Area=0.0156 sq mm, number of remaining DRC errors=0, highest ir drop seen on vdd=138 uV, Max Buffers Root-to-Sink=3, Largest stage delay, worst path=0.59 ns, height of the die=223 um, Worst-path clk slew=0.06 ns, post-synthesis area per instance=11.5 sq um, via count of the first global-routing pass=7522, startpoint kind of the worst setup timing path=input port, antenna-violating nets left=0, power density over the cells=288 mW/mm^2, P_leak=6.74 nW, relative contribution of the clock network to total power=44.3%, total number of warnings across the stage logs=28, Final Cell Area=0.0171 sq mm, maximum clock rate=160 MHz, flip-flops with a built-in enable=0, HPWL reported at the end of detailed placement=15.4 mm, fraction of synthesis flops using an asynchronous set or reset pin=0%, number of port buffers=35, largest fanout of any net on the critical path=8
[per-stage QoR]
| stage | utilization (%) | setup WS, ns | power [mW] | cells |
|---|---|---|---|---|
| after CTS | 35.6 | 1.26 | 4.99 | 1955 |
| final | 35.6 | 1.25 | 4.92 | 1955 |
| after detailed placement | 32.6 | 1.26 | 2.80 | 1876 |
| after floorplan | - | 2.88 | 2.72 | 1275 |
| after global placement | 32.6 | 1.32 | 2.80 | 1876 |
| after global routing | 35.6 | 1.11 | 5.12 | 1955 |
[critical path, delay by kind of cell]
| family | cells | cell delay, ns |
|---|---|---|
| AOI/OAI and AO/OA | 2 | 1.08 |
| adders and majority gates | 1 | 0.34 |
| muxes | 1 | 0.22 |
| and+or+nand+nor | 1 | 0.33 |
| buffers and inverters | 3 | 1.26 |
[area by class of cell]
class	instances	area, sq um	share of cell area, %
tap	615	769	4.50
sequential	471	9430	55.2
inverter	54	203	1.19
timing repair buffer	51	475	2.78
multi-input combinational	685	4770	27.9
clock inverter	18	205	1.20
clock buffer	61	1230	7.22
[routing by layer]
metal,track usage (%),vias to the layer above,wire (um)
met5,0,-,0
met4,2.71,0,865
met3,3.07,58,1550
met2,13.8,134,9480
met1,17.5,3702,13300
li1,-,4171,-
[layout by cell type, fill, tap and decap left out, types with 4 or more instances in the layout]
cell / n
nor2_1: 26
nand3_1: 5
clkbuf_16: 43
dfxtp_1: 471
a32oi_1: 17
inv_1: 54
clkbuf_1: 9
nor2b_1: 421
o21ai_0: 19
nand4_1: 8
bufinv_16: 4
buf_4: 16
clkinv_2: 10
nand2_1: 14
a22o_1: 15
a21oi_1: 19
clkdlybuf4s50_1: 34
ha_1: 52
a2111oi_0: 15
clkbuf_8: 9
nand3b_1: 16
mux2i_1: 15
[final timing paths]
check	endpoint	slack, ns
worst max-delay path	o_max_pooled_pixel[2]	1.25
worst min-delay path	LD1.hr_10[20]	0.43
worst max register to register	LD1.hr_10[0]	4.79
worst min register to register	LD1.hr_10[20]	0.43
[power by group through the flow]
| stage | registers (mW) | logic, mW | clock network (mW) |
|---|---|---|---|
| after CTS | 2.54 | 0.208 | 2.24 |
| after global routing | 2.54 | 0.230 | 2.35 |
| final | 2.54 | 0.205 | 2.18 |
[kinds of logic after synthesis]
logic type,share of synthesized area [%]
simple gates,21.1
xor+xnor,0.239
buf+inv,3.18
fa+ha+maj,4.44
compound gates,5.63
mux,1.10
flops,64.3
[flip-flops by register name, summed over array words and instances (netlist names), 16 cells and up]
name,flops
LD1.hr_0,27
LD1.hr_10,27
LD1.hr_11,27
LD1.hr_12,27
LD1.hr_13,27
LD1.hr_14,27
LD1.hr_15,27
LD1.hr_1,27
LD1.hr_2,27
LD1.hr_3,27
LD1.hr_4,27
LD1.hr_5,27
LD1.hr_6,27
LD1.hr_7,27
LD1.hr_8,27
LD1.hr_9,27
R1.data,16
R2.data,16
Power and IR drop assume default switching activity.
