==> design/flow/design.v <==
`timescale 1ns / 1ps
module conv_final #(
	parameter N=28,
	parameter M=28,
	parameter K=3,
	parameter P=2,
	parameter P_stride=2,
	parameter K_stride=2,
	parameter pool=0
) (
    	input clk,
    	input reset,
    	input [15:0] pxl_in,
		input i_data_valid,
		input [(K*K*16)-1:0]i_kernel_data,
   		output [31:0] pxl_out,
		output [9:0] count,
		output reg o_data_valid
    );
	wire [31:0] reg_00,reg_01,reg_02,sr_0;
	wire[31:0] reg_10, reg_11,reg_12,sr_1;
	wire[31:0] reg_20, reg_21,reg_22;
	wire [31:0] wire_00; wire [31:0] wire_01; wire [31:0] wire_02;
	wire [31:0] wire_10; wire [31:0] wire_11; wire [31:0] wire_12;
	wire [31:0] wire_20; wire [31:0] wire_21; wire [31:0] wire_22;
	wire signed [15:0] kernel [(K*K)-1:0];
	genvar i;
	generate
		for(i=0;i<(K*K);i=i+1) begin
			assign kernel[i] = i_kernel_data[16*(i)+:16];
		end
	endgenerate
	reg sel_1,sel_2,sel_3;
	wire [15:0] out_1,out_2,out_3,out_4,out_5,out_6,out_7,out_8,out_9;
	mux M1 (.A(pxl_in),.B(0),.reset(reset),.sel(sel_1),.out(out_1));
	mac mac_00(out_1, kernel[0], 0, wire_00);
	register r_00(clk, reset, wire_00, reg_00); 
	mux M2 (.A(pxl_in),.B(0),.reset(reset),.sel(sel_2),.out(out_2));
	mac mac_01(out_2, kernel[1], reg_00, wire_01); 
	register r_01(clk, reset, wire_01, reg_01); 
	mux M3 (.A(pxl_in),.B(0),.reset(reset),.sel(sel_3),.out(out_3));
	mac mac_02(out_3, kernel[2], reg_01, wire_02); 
	register r_02(clk, reset, wire_02, reg_02); 
	shift_reg #(.pool(0),.M(M),.K(K),.P(P)) row_1(.clk(clk),.reset(reset), .data_in(reg_02), .data_out(sr_0));
	mux M4 (.A(pxl_in),.B(0),.reset(reset),.sel(sel_1),.out(out_4));
	mac mac_10(out_4, kernel[3], sr_0, wire_10); 
	register r_10(clk, reset, wire_10, reg_10); 
	mux M5 (.A(pxl_in),.B(0),.reset(reset),.sel(sel_2),.out(out_5));
	mac mac_11(out_5, kernel[4], reg_10, wire_11); 
	register r_11(clk, reset, wire_11, reg_11); 
	mux M6 (.A(pxl_in),.B(0),.reset(reset),.sel(sel_3),.out(out_6));
	mac mac_12(out_6, kernel[5], reg_11, wire_12); 
	register r_12(clk, reset, wire_12, reg_12); 
	shift_reg #(.pool(0),.M(M),.K(K),.P(P)) row_2(.clk(clk),.reset(reset), .data_in(reg_12), .data_out(sr_1));
	mux M7 (.A(pxl_in),.B(0),.reset(reset),.sel(sel_1),.out(out_7));
	mac mac_20(out_7, kernel[6], sr_1, wire_20); 
	register r_20(clk, reset, wire_20, reg_20); 
	mux M8 (.A(pxl_in),.B(0),.reset(reset),.sel(sel_2),.out(out_8));
	mac mac_21(out_8, kernel[7], reg_20, wire_21); 
	register r_21(clk, reset, wire_21, reg_21); 
	mux M9 (.A(pxl_in),.B(0),.reset(reset),.sel(sel_3),.out(out_9));
	mac mac_22(out_9, kernel[8], reg_21, wire_22); 
	register r_22(clk, reset, wire_22, reg_22); 
	assign pxl_out = reg_22;	
	reg [9:0] counter = 0;
	reg temp = 0;
	reg [$clog2(M*M)-1:0] count_valid;
	always @(posedge clk) begin
		if ((reset == 1) | (!i_data_valid)) begin
			counter = 0;
		end else begin
			counter = counter + 1;
			if ((counter > (((M*(K-1))/2)+((K-1)/2)))) begin
				temp <= 1'b1;
			end
			else begin
				temp <= temp; 
			end
		end
	end
	always @(posedge clk) begin
		if(reset) begin
		    temp <= 0;
		    count_valid <= 0;
			o_data_valid=0;
		end
		else begin
			if(temp) begin
			    o_data_valid <= 1'b1;
				count_valid <= count_valid+1;
				if(count_valid == (M*M)-1) begin
				    o_data_valid <= 1'b0;
				    temp <= 1'b0;
				end
			end
			else begin
				o_data_valid <= o_data_valid;
			end
		end
	end
	always@(posedge clk) begin
		if(reset | (!i_data_valid) ) begin
			sel_1 <= 1'b0;
		end
		else begin
			if((counter % 6)==0) begin
				sel_1<= 1'b0;
			end
			else if(counter > (M*M))
				sel_1 <= 1'b0;
			else begin
				sel_1 <= 1'b1;
			end
		end
	end
	always@(posedge clk) begin
		if(reset | (!i_data_valid)) begin
			sel_3 <= 1'b0;
		end
		else begin
			if((counter % 6)==1) begin
				sel_3<= 1'b0;
			end
			else if(counter > (M*M))
				sel_3 <= 1'b0;
			else begin
				sel_3 <= 1'b1;
			end
		end
	end
	always @(posedge clk) begin
		if(reset | (!i_data_valid)) 
			sel_2 <= 1'b0;
		else begin
			if(counter > (M*M))
				sel_2 <= 1'b0;
			else
				sel_2 <= 1'b1; 
		end
	end
	assign count = counter;
	assign valid = temp;
endmodule
`timescale 1ns / 1ps
module mac(
    input [15:0] in,
    input [15:0] w,
    input [15:0] b,
    output [15:0] out
    );
wire [15:0] d;
assign d = w * in;
assign out = d + b;
endmodule
`timescale 1ns / 1ps
module mux(
    input [15:0] A,
    input [15:0] B,
    input reset,
    input sel,
    output reg [15:0] out
    );
    always @(*) begin
        if(reset)
            out =0;
        else begin
            if(sel)
                out=A;
            else
                out=B;
        end
    end
endmodule
`timescale 1ns / 1ps
module register(
    input clk,
    input reset,
    input [15:0] in,
    output [15:0] out
    );
reg [15:0] data;
assign out[15:0] = data[15:0];
always @(posedge clk) begin
	if (reset) begin
		data[15:0] <= 16'b0000000000000000;
	end
	else begin
		data[15:0] <= in[15:0];
	end
end
endmodule
`timescale 1ns / 1ps
module shift_reg #(
    parameter pool=0,
    parameter M=28,
    parameter P=2,
    parameter K=3
)
(
  input clk,
  input reset,
  input [15:0] data_in,
  output [15:0] data_out
);
localparam D = (pool)?M-P+1:M-K;
reg [D-1:0] hr_0; reg [D-1:0] hr_1; reg [D-1:0] hr_2; reg [D-1:0] hr_3;
reg [D-1:0] hr_4; reg [D-1:0] hr_5; reg [D-1:0] hr_6; reg [D-1:0] hr_7;
reg [D-1:0] hr_8; reg [D-1:0] hr_9; reg [D-1:0] hr_10; reg [D-1:0] hr_11;
reg [D-1:0] hr_12; reg [D-1:0] hr_13; reg [D-1:0] hr_14; reg [D-1:0] hr_15;
always @ (posedge clk) begin
    if(reset) begin
        hr_0 [D-1:0] <= 0;
        hr_1 [D-1:0] <= 0;
        hr_2 [D-1:0] <= 0;
        hr_3 [D-1:0] <= 0;
        hr_4 [D-1:0] <= 0;
        hr_5 [D-1:0] <= 0;
        hr_6 [D-1:0] <= 0;
        hr_7 [D-1:0] <= 0;
        hr_8 [D-1:0] <= 0;
        hr_9 [D-1:0] <= 0;
        hr_10 [D-1:0] <=0;
        hr_11 [D-1:0] <= 0;
        hr_12 [D-1:0] <= 0;
        hr_13 [D-1:0] <= 0;
        hr_14 [D-1:0] <= 0;
        hr_15 [D-1:0] <= 0;
    end
    else begin
        hr_0 [D-1:0] <= {hr_0[D-2:0], data_in[0]};
        hr_1 [D-1:0] <= {hr_1[D-2:0], data_in[1]};
        hr_2 [D-1:0] <= {hr_2[D-2:0], data_in[2]};
        hr_3 [D-1:0] <= {hr_3[D-2:0], data_in[3]};
        hr_4 [D-1:0] <= {hr_4[D-2:0], data_in[4]};
        hr_5 [D-1:0] <= {hr_5[D-2:0], data_in[5]};
        hr_6 [D-1:0] <= {hr_6[D-2:0], data_in[6]};
        hr_7 [D-1:0] <= {hr_7[D-2:0], data_in[7]};
        hr_8 [D-1:0] <= {hr_8[D-2:0], data_in[8]};
        hr_9 [D-1:0] <= {hr_9[D-2:0], data_in[9]};
        hr_10 [D-1:0] <= {hr_10[D-2:0], data_in[10]};
        hr_11 [D-1:0] <= {hr_11[D-2:0], data_in[11]};
        hr_12 [D-1:0] <= {hr_12[D-2:0], data_in[12]};
        hr_13 [D-1:0] <= {hr_13[D-2:0], data_in[13]};
        hr_14 [D-1:0] <= {hr_14[D-2:0], data_in[14]};
        hr_15 [D-1:0] <= {hr_15[D-2:0], data_in[15]};
    end
end
assign data_out[0] = hr_0[D-1]; assign data_out[1] = hr_1[D-1];
assign data_out[2] = hr_2[D-1]; assign data_out[3] = hr_3[D-1];
assign data_out[4] = hr_4[D-1]; assign data_out[5] = hr_5[D-1];
assign data_out[6] = hr_6[D-1]; assign data_out[7] = hr_7[D-1];
assign data_out[8] = hr_8[D-1]; assign data_out[9] = hr_9[D-1];
assign data_out[10] = hr_10[D-1]; assign data_out[11] = hr_11[D-1];
assign data_out[12] = hr_12[D-1]; assign data_out[13] = hr_13[D-1];
assign data_out[14] = hr_14[D-1]; assign data_out[15] = hr_15[D-1];
endmodule
==> design/flow/run.sh <==
#!/bin/bash
# OpenROAD 26Q1-2900-gdf79404cd8, Yosys 0.63+post, stock flow scripts
make -C /OpenROAD-flow-scripts/flow DESIGN_CONFIG=/design/flow/config.mk WORK_HOME=/design/flow/orfs finish
==> design/flow/config.mk <==
export PLATFORM = sky130hd
export DESIGN_NAME = conv_final
export DESIGN_NICKNAME = conv_final
export VERILOG_FILES = /design/flow/design.v
export SDC_FILE = /design/flow/constraint.sdc
export NUM_CORES = 4
export LEC_CHECK = 1
export CORE_UTILIZATION = 40
==> design/flow/constraint.sdc <==
current_design conv_final

set clk_period 11.5
set clk_io_pct 0.2

create_clock -name clk0 -period $clk_period [get_ports {clk}]

set non_clock_inputs [all_inputs -no_clocks]
set_input_delay [expr $clk_period * $clk_io_pct] -clock clk0 $non_clock_inputs
set_output_delay [expr $clk_period * $clk_io_pct] -clock clk0 [all_outputs]
==> summary.txt <==
run metrics: register area share after synthesis=29.3%, Chip Area, Yosys=66300 µm², post-synthesis compound-gate area fraction=2.80%, ys async rst share=0%, Largest logic family=adder cells, area leader, netlist=dfxtp_1, yosys xor share=4.69%, synth warn=54, Stop Error=ERROR: Found 1 problems in 'check -assert'., ys cells=7104, post-synthesis adder-cell area fraction=34.0%, Synth top cells by count=1323 x inv_1, 969 x dfxtp_1, 899 x nand2_1, Mux area share=0.0472%, Simple Share, Synth=19.1%, stage where the run ended=synthesis, synth top area cells=dfxtp_1 29%, fa_1 25%, ha_1 8.9%, nor2b_1 8.1%, inv_1 7.5%, main flop type=dfxtp_1, Registers, synthesis=970, Synth top cell by count=inv_1, Unique cell types=81, Post-synth EDFFs=1, status=aborted with a tool error, Area leader share=29.3%
## cells by family after synthesis
| group | after synthesis |
|---|---|
| and+or+nand+nor | 2447 |
| buffers and inverters | 1730 |
| adders and majority gates | 1303 |
| DFF | 970 |
| xor gates and xnor gates | 355 |
| AOI/OAI and AO/OA | 294 |
| muxes | 3 |
| other | 2 |
